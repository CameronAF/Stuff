File: design.v
module mealy_1101(data_out, data_in, Clk, reset);
output data_out;
reg data_out;
input data_in, Clk, reset;
reg [1:0] pres_state, next_state;
parameter	S0 = 2'b00,
		S1 = 2'b01,
		S2 = 2'b10,
		S3 = 2'b11;
always@(posedge Clk or negedge reset)
begin
	if(reset == 1'b0)
		pres_state = S0;
	else
		pres_state = next_state;
end
always@(pres_state or data_in)
begin
	case(pres_state)
	S0:
		if(data_in == 1'b0)
			next_state = S0;
		else
			next_state = S1;
	S1:
		if(data_in == 1'b0)
			next_state = S0;
		else
			next_state = S2;
	S2:
		if(data_in == 1'b0)
			next_state = S3;
		else
			next_state = S2;
	S3:
		if(data_in == 1'b0)
			next_state = S0;
		else
			next_state = S0;
	endcase
end
always@(pres_state or data_in)
begin
	case(pres_state)
	S0:
		data_out = 1'b0;
	S1:
		data_out = 1'b0;
	S2:
		data_out = 1'b0;
	S3:
		if(data_in == 1'b0)
			data_out = 1'b0;
		else
			data_out = 1'b1;
	endcase
end
endmodule
File: run.sh
#!/bin/bash
# OpenROAD 26Q1-2900-gdf79404cd8, Yosys 0.63+post, stock flow scripts
make -C /OpenROAD-flow-scripts/flow DESIGN_CONFIG=/design/flow/config.mk WORK_HOME=/design/flow/orfs finish
File: config.mk
export PLATFORM = sky130hd
export DESIGN_NAME = mealy_1101
export DESIGN_NICKNAME = mealy_1101
export VERILOG_FILES = /design/flow/design.v
export SDC_FILE = /design/flow/constraint.sdc
export NUM_CORES = 4
export LEC_CHECK = 1
export CORE_AREA = 10 10 70 70
export DIE_AREA = 0 0 80 80
File: constraint.sdc
current_design mealy_1101

set clk_period 1.5
set clk_io_pct 0.2

create_clock -name clk0 -period $clk_period [get_ports {Clk}]

set non_clock_inputs [all_inputs -no_clocks]
set_input_delay [expr $clk_period * $clk_io_pct] -clock clk0 $non_clock_inputs
set_output_delay [expr $clk_period * $clk_io_pct] -clock clk0 [all_outputs]
==> impl_metrics.env <==
# flow metrics
export IMPL_vias_per_cell=1.585
export IMPL_report_final_hold_viol_count=0
export IMPL_vias=103
export IMPL_antenna_found_initial=1
export IMPL_synth_top_cell_by_count="dfrtp_1"
export IMPL_setup_worst_path_start="pres_state[3]$_DFF_PN0_"
export IMPL_cts_tree="done"
export IMPL_design_die_area_um2=6400
export IMPL_reg2reg_to="pres_state[0]$_DFF_PN1_"
export IMPL_reg2reg_from="pres_state[0]$_DFF_PN1_"
export IMPL_wire_per_inst_um=4.431
export IMPL_drive_above_1_share_pct=27.78
export IMPL_powerDensity_nw_per_um2=1107
export IMPL_min_path_type="in2async"
export IMPL_slew_headroom_pct=87.90
export IMPL_portBuffers=3
export IMPL_p_leak_nw=0.1167
export IMPL_top_cells_by_count="dfrtp_1, and2_1"
export IMPL_critical_path_slowest_cell="dfrtp_1"
export IMPL_drc=0
export IMPL_aoi_share_pct=10.81
export IMPL_worstRegToRegCells=2
export IMPL_hold_slack_ps=259.4
export IMPL_dpl_cell_area_um2=234.0
export IMPL_ys_flops=4
export IMPL_ys_seq_share_pct=72.97
export IMPL_yosysCellCount=10
export IMPL_synth_area_mux_share_pct=0
export IMPL_worst_path_largest_cell_delay_ps=370
export IMPL_postLayoutCellArea_um2=264.0
export IMPL_synth_edff_count=0
export IMPL_top_area_share_pct=54.05
export IMPL_drt_pass1_iterations=2
export IMPL_path_buffers=1
export IMPL_clock_sinks=4
export IMPL_tightest_slew_ps=180.9
export IMPL_rows=21
export IMPL_syn_inst=10
export IMPL_path_cells="and2_1 > dlymetal6s2s_1"
export IMPL_fin_skew_ps=9.873
export IMPL_fin_crit_sh_pct=77.71
export IMPL_critPathKind="reg2out"
export IMPL_cts_max_level=1
export IMPL_dieHeight_um=80
export IMPL_fin_ws_ps=334.3
export IMPL_ir_drop_mv=0.1783
export IMPL_cts_root_buf="clkbuf_4"
export IMPL_clk_pin_slew_ps=40
export IMPL_setup_violations=0
export IMPL_warning_count=25
export IMPL_die_x_um=80
export IMPL_avgSynthCellArea_um2=13.89
export IMPL_numCtsBuffers=3
export IMPL_critPathArrivalTime_ps=870
export IMPL_wl_um=288
export IMPL_top_area_cell="dfrtp_1"
export IMPL_detailedPlace_worstSlack_ps=-153.1
export IMPL_overflow=0
export IMPL_grt_max_degree=5
export IMPL_finalPower_uw=292.3
export IMPL_most_common_layout_cells="clkbuf_4, dfrtp_1, and2_1"
export IMPL_ys_area_um2=138.9
export IMPL_ys_sh_adder_pct=0
export IMPL_final_antenna_net_count=0
export IMPL_cp_top_family="flip-flops"
export IMPL_grt_pass1_wl_um=496
export IMPL_ys_top_cells_by_area="dfrtp_1, dfstp_2, and2_1, o21a_1, o21bai_1"
export IMPL_async_flop_share_pct=100.0
export IMPL_clock_path_buffers=2
export IMPL_grt_total_usage_pct=1.160
export IMPL_cp_end_kind="output port"
export IMPL_gp_congestion=0.6684
export IMPL_final_min_clock_period_ps=1166
export IMPL_maxCapViolations=0
export IMPL_run_status="complete, no violations"
export IMPL_synth_top_flop_cell="dfrtp_1"
export IMPL_rsz0062_at_grt="no"
export IMPL_synth_logic_top_family="simple AND/OR/NAND/NOR gates"
export IMPL_rrSetupSlack_ps=750
export IMPL_clk_latency_ps=240
export IMPL_ys_types=7
export IMPL_area_growth_pct=90.09
export IMPL_yosys_area_share_simple_pct=16.22
export IMPL_core_area_um2=3416
export IMPL_initCoreUtil_pct=4.066
export IMPL_grt_pass1_vias=114
export IMPL_cp_start_kind="flop"
export IMPL_syn_area_um2=138.9
export IMPL_ios=4
export IMPL_path_max_fanout=2
export IMPL_ys_warnings_count=1
export IMPL_ctsHoldBuffers=0
export IMPL_timing_fmax_mhz=857.9
export IMPL_xor_area_share_pct=0
export IMPL_postLayoutCoreUtil_pct=7.729
export IMPL_maxSlewViolCount=0
export IMPL_required_ps=1200
export IMPL_largest_reg_flops=4
export IMPL_dr_first_iter_drc_count=1
[area by class of cell]
class                           instances  area, µm²
Antenna cell                            1      2.502
Clock buffer                            4      26.28
Fill cell                             407       3152
Multi-Input combinational cell          6      37.54
Sequential cell                         4      101.3
Tap cell                               46      57.56
Timing Repair Buffer                    4      38.79
[worst reg2reg max path: stages, from the launching register on]
cell      delay (ps)
dfstp_2          510
nor2_1            40
o21bai_1         120
[logic make-up after synthesis]
kind of cell,Yosys count
simple gates,4
compound gates,2
flops,4
[worst max-delay path by stage]
stage     depth (start not counted)        to  slack, ps
6_report                          2  data_out        330
5_1_grt                           2  data_out        280
4_1_cts                           2  data_out         30
[per-stage QoR]
step / TNS [ps] / cells
floorplan: 0 / 10
global placement: -144.8 / 60
detailed placement: -153.1 / 60
CTS: 0 / 64
global route: 0 / 65
finish: 0 / 65
[what timing repair did]
item | 4_1_cts | 5_1_grt
endpoints found under the hold margin | 0 | 0
setup buffers | 0 | 0
pin swaps | 0 | 1
endpoints found under the setup margin | 1 | 1
gates resized | 1 | 1
[power by group]
part / switching, mW / internal [mW] / total (mW)
sequential: 0.00419 / 0.121 / 0.125
combinational: 0.00768 / 0.0122 / 0.0199
clock: 0.0475 / 0.100 / 0.148
[routing by layer]
layer | part of all wire, % | global-route usage (%) | vias to the layer above
met5 | 0 | 0 | -
met4 | 0 | 0.3521 | 0
met3 | 27 | 2.386 | 0
met2 | 32 | 1.204 | 6
met1 | 41 | 0.8011 | 47
li1 | - | - | 50
